File: flow/design.v
module day1_solution_rtl (
    direction,
    clock,
    count,
    instruction_valid,
    reset,
    hits,
    passes,
    instruction_ready,
    dial_position,
    busy
);
    input direction;
    input clock;
    input [15:0] count;
    input instruction_valid;
    input reset;
    output [31:0] hits;
    output [31:0] passes;
    output instruction_ready;
    output [6:0] dial_position;
    output busy;
    wire _24;
    wire _25;
    wire _27;
    wire [31:0] _50;
    wire [31:0] _45;
    wire [31:0] _46;
    wire [6:0] _42;
    wire _43;
    wire [31:0] _47;
    reg [31:0] _49;
    wire [31:0] _51;
    wire [31:0] _4;
    reg [31:0] _44;
    wire [31:0] _82;
    wire [6:0] _59;
    wire [6:0] _37;
    wire [6:0] _38;
    wire [6:0] _35;
    wire _36;
    wire [6:0] _40;
    wire [6:0] _32;
    wire _30;
    wire [6:0] _34;
    wire _56;
    wire _7;
    wire _54;
    reg _55;
    wire _57;
    wire _8;
    reg _28;
    wire [6:0] _41;
    reg [6:0] _58;
    wire [6:0] _60;
    wire [6:0] _9;
    reg [6:0] _26;
    wire _79;
    wire [31:0] _83;
    wire [1:0] _74;
    wire [15:0] _72;
    wire _11;
    wire [15:0] _66;
    wire [15:0] _64;
    wire [15:0] _62;
    reg [15:0] _65;
    wire [15:0] _67;
    wire [15:0] _12;
    reg [15:0] _61;
    wire _73;
    wire [1:0] _75;
    wire [1:0] _48;
    wire [15:0] _14;
    wire _69;
    wire [1:0] _70;
    wire [1:0] _22;
    wire _52;
    wire _16;
    wire _53;
    wire [1:0] _71;
    reg [1:0] _76;
    wire [1:0] _77;
    wire [1:0] _17;
    (* fsm_encoding="one_hot" *)
    reg [1:0] _23;
    reg [31:0] _84;
    wire _19;
    wire [31:0] _86;
    wire [31:0] _20;
    reg [31:0] _80;
    assign _24 = _22 == _23;
    assign _25 = ~ _24;
    assign _27 = _22 == _23;
    assign _50 = 32'b00000000000000000000000000000000;
    assign _45 = 32'b00000000000000000000000000000001;
    assign _46 = _44 + _45;
    assign _42 = 7'b0000000;
    assign _43 = _41 == _42;
    assign _47 = _43 ? _46 : _44;
    always @* begin
        case (_23)
        2'b01:
            _49 <= _47;
        default:
            _49 <= _44;
        endcase
    end
    assign _51 = _19 ? _50 : _49;
    assign _4 = _51;
    always @(posedge _11) begin
        _44 <= _4;
    end
    assign _82 = _80 + _45;
    assign _59 = 7'b0110010;
    assign _37 = 7'b0000001;
    assign _38 = _26 + _37;
    assign _35 = 7'b1100011;
    assign _36 = _26 == _35;
    assign _40 = _36 ? _42 : _38;
    assign _32 = _26 - _37;
    assign _30 = _26 == _42;
    assign _34 = _30 ? _35 : _32;
    assign _56 = 1'b0;
    assign _7 = direction;
    assign _54 = _53 ? _7 : _28;
    always @* begin
        case (_23)
        2'b00:
            _55 <= _54;
        default:
            _55 <= _28;
        endcase
    end
    assign _57 = _19 ? _56 : _55;
    assign _8 = _57;
    always @(posedge _11) begin
        _28 <= _8;
    end
    assign _41 = _28 ? _40 : _34;
    always @* begin
        case (_23)
        2'b01:
            _58 <= _41;
        default:
            _58 <= _26;
        endcase
    end
    assign _60 = _19 ? _59 : _58;
    assign _9 = _60;
    always @(posedge _11) begin
        _26 <= _9;
    end
    assign _79 = _26 == _42;
    assign _83 = _79 ? _82 : _80;
    assign _74 = 2'b10;
    assign _72 = 16'b0000000000000001;
    assign _11 = clock;
    assign _66 = 16'b0000000000000000;
    assign _64 = _61 - _72;
    assign _62 = _53 ? _14 : _61;
    always @* begin
        case (_23)
        2'b00:
            _65 <= _62;
        2'b01:
            _65 <= _64;
        default:
            _65 <= _61;
        endcase
    end
    assign _67 = _19 ? _66 : _65;
    assign _12 = _67;
    always @(posedge _11) begin
        _61 <= _12;
    end
    assign _73 = _61 == _72;
    assign _75 = _73 ? _74 : _48;
    assign _48 = 2'b01;
    assign _14 = count;
    assign _69 = _14 == _66;
    assign _70 = _69 ? _22 : _48;
    assign _22 = 2'b00;
    assign _52 = _22 == _23;
    assign _16 = instruction_valid;
    assign _53 = _16 & _52;
    assign _71 = _53 ? _70 : _23;
    always @* begin
        case (_23)
        2'b00:
            _76 <= _71;
        2'b01:
            _76 <= _75;
        2'b10:
            _76 <= _22;
        default:
            _76 <= _23;
        endcase
    end
    assign _77 = _19 ? _22 : _76;
    assign _17 = _77;
    always @(posedge _11) begin
        _23 <= _17;
    end
    always @* begin
        case (_23)
        2'b10:
            _84 <= _83;
        default:
            _84 <= _80;
        endcase
    end
    assign _19 = reset;
    assign _86 = _19 ? _50 : _84;
    assign _20 = _86;
    always @(posedge _11) begin
        _80 <= _20;
    end
    assign hits = _80;
    assign passes = _44;
    assign instruction_ready = _27;
    assign dial_position = _26;
    assign busy = _25;
endmodule
File: flow/run.sh
#!/bin/bash
# OpenROAD 26Q1-2900-gdf79404cd8, Yosys 0.63+post, stock flow scripts
make -C /OpenROAD-flow-scripts/flow DESIGN_CONFIG=/design/flow/config.mk WORK_HOME=/design/flow/orfs finish
File: flow/config.mk
export PLATFORM = sky130hd
export DESIGN_NAME = day1_solution_rtl
export DESIGN_NICKNAME = day1_solution_rtl
export VERILOG_FILES = /design/flow/design.v
export SDC_FILE = /design/flow/constraint.sdc
export NUM_CORES = 4
export LEC_CHECK = 1
export CORE_UTILIZATION = 40
File: flow/constraint.sdc
current_design day1_solution_rtl

set clk_period 10.5
set clk_io_pct 0.2

create_clock -name clk0 -period $clk_period [get_ports {clock}]

set non_clock_inputs [all_inputs -no_clocks]
set_input_delay [expr $clk_period * $clk_io_pct] -clock clk0 $non_clock_inputs
set_output_delay [expr $clk_period * $clk_io_pct] -clock clk0 [all_outputs]
==> reports/qor.txt <==
Power per Cell Area -> 135 nW/um^2
ys cells -> 600
area leader, netlist -> dfxtp_1
Highest Clock Rate -> 272 MHz
FP Util -> 40.8%
Top logic family -> simple AND/OR/NAND/NOR gates
# diodes -> 0
I/O pins -> 93
count of library flops with an enable pin -> 0
Placement Setup Slack -> 6.81 ns
final setup vio count -> 0
worst reg-to-reg setup slack -> 7.52 ns
Syn Area/Cell -> 8.14 sq um
worst skew pair latency -> 0.35 ns
Leak Pwr -> 1.98 nW
reg2reg end -> _44[10]
P_sw -> 228 uW
Layout Skew -> 0.00445 ns
Die Ht -> 113 um
Worst Setup Start Kind -> flop
vias -> 4723
post-synthesis cell type count -> 55
Initial DRC Count -> 329
Worst Max-Slew Pin Slew -> 0.848 ns
# DRC -> 0
Post-synth seq share -> 37.3%
status -> completed
vias per cell -> 5.77
Ys Warns -> 1
hold worst-path end -> _44[12]
count of hold-fix buffers inserted at cts -> 0
CTS resizes -> 0
register share of total power -> 44.4%
Setup TNS Final -> 0 ns
WHS Path Cells -> 2
Largest stage delay, worst path -> 0.67 ns
row count -> 40
Synth Area in Compound Gates -> 18.1%
GRT overflow -> 0
Crit path depth -> 1
CP required -> 8.40 ns
Final Hold Slack -> 0.491 ns
fin. max-slew vios -> 0
Sw Ratio -> 27.3%
crit-path cells -> clkdlybuf4s50_1
crit path max-delay cell type -> dfxtp_1
Final GP Congestion -> 0.856
VDD IR max -> 0.0673 mV
first-pass GRT wire length -> 21.0 mm
synthesized area -> 4890 sq um
fraction of registers with async set/reset -> 0%
ratio of final minimum period to clock period -> 35.1%
Area Overhead vs Synth -> 26.0%
Clock power frac -> 42.7%
port buffer count -> 92
most used flip-flop cell -> dfxtp_1
yosys stat chip area -> 4890 sq um
final setup margin -> 6.82 ns
largest net degree at the start of global routing -> 65
Combinational Power Share -> 12.8%
CTS tree -> done
fa+ha+maj area frac -> 1.79%
WL final -> 12.3 mm
Core ar. -> 12000 sq um
Placed Instances -> 803
All-Layer GR Usage -> 20.2%
RSZ-0062 raised after global routing -> no
Buf+Inv Stages, Crit Path -> 1
CTS max path bufs -> 2
CP max FO -> 14
Hold Path Class -> reg2reg
antenna violations before repair -> 0
Tmin final -> 3.68 ns
Die ar. -> 12700 sq um
cell-internal power -> 606 uW
min-delay src -> _44[12]
XOR-XNOR Cells, Area Fraction -> 6.45%
Cell area leaders -> dfxtp_1 (37%), a21oi_1 (5.5%), or4_1 (5.2%)
share of cells above drive strength 1 -> 5.06%
area share, top type -> 37.3%
synthesis-stage register bit count -> 91
root buf cell -> clkbuf_16
vias in the first global route -> 4212
r2r worst-path depth -> 9
final cell count without fillers -> 819
antenna-violating nets left -> 0
post-DR wirelength/cell -> 15.0 um
# H-tree levels -> 3
HPWL Detailed -> 8.08 mm
worst path arrival time -> 1.58 ns
Top delay family on crit path -> flip-flops
CTS clk-pin slew, worst paths -> 0.07 ns
post-CTS setup buffers -> 0
MaxCap Viol Count -> 0
Simple Share, Synth -> 29.8%
reg2reg start -> _26[1]
tool warnings -> 28
Critical Path Source -> _26[2]
Worst slew margin -> 43.0%
die width -> 113 um
Clock Sinks -> 91
Multiplexer share -> 1.25%
Cells after Synth -> 600
Post-Route Utilization -> 51.5%
CTS buffer count -> 9
CP endpoint kind -> output port
Final Hold Fails -> 0
Setup CP Type -> reg2out
1st-pass router iterations -> 4
synth_stat cells, drive strengths merged (2+ instances only):
library cell,instances
buf,15
a211oi,5
or2,3
and3,12
nand3,36
a2111oi,4
a21oi,54
or3,10
nor2b,2
a22oi,8
o31ai,31
clkbuf,28
nor3b,2
xnor2,12
o21a,2
nand4,23
mux2i,5
and4,10
ha,7
o22ai,3
and2,9
inv,12
a311o,2
nand2,42
nor4,17
nor3,10
o211ai,3
o21ai,17
xor2,24
nor2,55
dfxtp,91
or4,34
power groups by stage:
stage,sequential [mW],combinational [mW],clock (mW)
finish,0.371,0.107,0.356
CTS,0.370,0.107,0.366
global route,0.372,0.120,0.379
cell families after synthesis:
kind of cell,Yosys count
fa+ha+maj,7
buf+inv,56
simple gates,266
compound gates,138
xor+xnor,36
flops,91
mux,6
worst max-delay path by stage:
stage | endpoint | slack, ns
CTS | dial_position[2] | 6.81
global route | dial_position[2] | 6.75
finish | dial_position[2] | 6.82
layer usage:
| layer | global-route usage (%) | share of wire (%) | wire length (um) | vias to the layer above |
|---|---|---|---|---|
| met5 | 0 | 0 | 0 | - |
| met4 | 2.49 | 1.4 | 176 | 0 |
| met3 | 2.70 | 5.0 | 615 | 12 |
| met2 | 30.2 | 44 | 5360 | 130 |
| met1 | 32.6 | 50 | 6140 | 2189 |
| li1 | - | - | - | 2392 |
final cells by class:
class / count / area, sq um
clock buffer: 9 / 225
clock inverter: 7 / 98.8
fill: 1094 / 5810
inverter: 13 / 48.8
multi-input combinational: 453 / 2810
sequential: 91 / 1820
tap: 147 / 184
timing repair buffer: 99 / 968
registers in the layout, indices dropped and copies added, names as in the netlist:
signal / count
_44: 32
_28: 1
_61: 16
_23: 3
_26: 7
_80: 32
placed cells by master, fill, tap and decap left out, drive strengths merged, types with 14 or more instances in the layout:
cell type,Yosys,final
dfxtp,91,91
or4,34,34
nand4,23,23
nor4,17,17
clkdlybuf4s50,0,91
inv,12,14
nand3,36,36
xor2,24,24
nand2,42,42
a21oi,54,54
o31ai,31,31
o21ai,17,17
nor2,55,55
per-stage QoR:
| stage | total power [mW] | area, sq um |
|---|---|---|
| finish | 0.834 | 6150 |
| global route | 0.871 | 6150 |
| CTS | 0.843 | 6150 |
| detailed placement | 0.484 | 5830 |
| global placement | 0.483 | 5830 |
| floorplan | 0.453 | 4890 |
worst reg2reg max path, delay by kind of cell (launching register included):
kind            cells  cell delay [ns]
fa+ha+maj           1             0.18
flops               1             0.37
compound gates      3             0.64
buf+inv             2             0.48
simple gates        3             1.24
Power figures rest on the tool's default switching activity, not on a simulated workload.
